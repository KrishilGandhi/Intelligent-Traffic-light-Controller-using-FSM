## flow/design.v

```verilog
module TLC(
    input clk,
    input rst,
    input [5:0]count,
    input farmSensor,
    output reg [1:0] h_s,
    output reg [1:0] f_s,
    output reg rst_count,
    output reg [2:0] state
);
parameter S0 = 3'd0,S1 = 3'd1,S2 = 3'd2,S3 = 3'd3,S4 = 3'd4,S5 = 3'd5,S6=3'd6;
parameter Red= 2'd2,Yellow=2'd1,Green=2'd0;
always@(posedge clk or negedge clk or posedge rst)
if(rst)
begin
    state<=S0;
    rst_count<=1'b1;  
end
else
begin
    case(state)
    S0:begin
        if(count==6'd1)  
            begin
                rst_count<=1'b1;
                state<=S1;
            end
            else
            begin
                rst_count<=1'b0;
                state<=S0;
            end
        end
    S1:begin
            if(count==6'd59 && farmSensor==1'b0)
            begin
                rst_count<=1'b1;
                state<=S6;
            end
            else if(count==6'd59 && farmSensor==1'b1)
            begin
                rst_count<=1'b1;
                state<=S2;
            end
            else
            begin
                rst_count<=1'b0;
                state<=S1;
            end
        end 
    S2:begin
            if(count==6'd5)
            begin
                rst_count<=1'b1;
                state<=S3;
            end
            else
            begin
                rst_count<=1'b0;
                state<=S2;
            end
        end
    S3:begin
            if(count==6'd1)
            begin
                rst_count<=1'b1;
                state<=S4;
            end
            else
            begin
                rst_count<=1'b0;
                state<=S3;
            end
        end 
    S4:begin
            if(count>=6'd5 && farmSensor==1'b0 && count<6'd29)
            begin
                rst_count<=1'b1;
                state<=S5;
            end
            else if(count==6'd29)
            begin
                rst_count<=1'b1;
                state<=S5;
            end
            else
            begin
                rst_count<=1'b0;
                state<=S4;
            end
        end
    S5:begin
            if(count==6'd5)
            begin
                rst_count<=1'b1;
                state<=S0;
            end
            else
            begin
                rst_count<=1'b0;
                state<=S5;
            end
        end
    S6:begin
        if(farmSensor==1'b0)
        begin
            rst_count<=1'b1;
        end
        else if(farmSensor==1'b1)
        begin
            rst_count<=1'b1;
            state<=S2;
        end
        end 
    endcase      
end
always@(*)
begin
case(state) 
S0: begin h_s = Red;  f_s = Red; end
S1: begin h_s = Green;  f_s = Red; end
S2: begin h_s = Yellow;  f_s = Red; end
S3: begin h_s = Red;  f_s = Red; end
S4: begin h_s = Red;  f_s = Green; end
S5: begin h_s = Red;  f_s = Yellow; end
S6: begin h_s = Green;  f_s = Red; end
endcase
end
endmodule
module counter(input clk,input rst_count,output reg [5:0]count);  
always@(posedge clk or posedge rst_count)
begin
    if(rst_count)
    begin
        count<=6'b0;
    end
    else
    begin
        count<=count+1'b1;    
    end
end
endmodule
```

## flow/run.sh

```bash
#!/bin/bash
# OpenROAD 26Q1-2900-gdf79404cd8, Yosys 0.63+post, stock flow scripts
make -C /OpenROAD-flow-scripts/flow DESIGN_CONFIG=/design/flow/config.mk WORK_HOME=/design/flow/orfs finish
```

## flow/config.mk

```make
export PLATFORM = sky130hd
export DESIGN_NAME = counter
export DESIGN_NICKNAME = counter
export VERILOG_FILES = /design/flow/design.v
export SDC_FILE = /design/flow/constraint.sdc
export NUM_CORES = 4
export LEC_CHECK = 1
export CORE_AREA = 10 10 70 70
export DIE_AREA = 0 0 80 80
```

## flow/constraint.sdc

```tcl
current_design counter

set clk_period 1.1
set clk_io_pct 0.2

create_clock -name clk0 -period $clk_period [get_ports {clk}]

set non_clock_inputs [all_inputs -no_clocks]
set_input_delay [expr $clk_period * $clk_io_pct] -clock clk0 $non_clock_inputs
set_output_delay [expr $clk_period * $clk_io_pct] -clock clk0 [all_outputs]
```

==> reports/qor.csv <==
metric,value,unit
route.antenna.remaining_nets,0,
power.leakage,0.2288,nW
warning_count,26,
routabilityCongestion,0.7319,
largest_register_ffs,6,
biggestRegsByFlops,count: 6 flops,
ys_area,231.5,sq um
share_of_total_power_consumed_by_net_switching,19.08,%
post_synth.cell_area_avg,14.47,sq um
synth_cell_types,8,
yosys_cells,16,
hp-class,primary input to asynchronous set/reset pin,
yosys-top-cells-area,"dfrtp_1 65%, xnor2_1 7.6%, xor2_1 7.6%",
critical_path.max_stage_delay,380,ps
run_status,finished clean,
floorplan.rows,21,
detail_route.vias_per_cell,2.229,
worst_path_max_delay_cell,dfrtp_1,
final_cell_area,486.7,sq um
post_synth_inst_count,16,
route.antenna.diode_count,0,
power.net_switching,0.08210,mW
number_of_antenna_violations_at_the_first_check_in_global_routing,0,
cts_tree,yes,
vias_in_the_first_global_route,214,
layout.area.seq,150.1,sq um
die_area,6400,sq um
ys_seq_share,64.86,%
internal_power,0.3482,mW
synth.cellmix.simpleShare,11.35,%
worstSkewPairLatency,250,ps
cp.arrival,870,ps
floorplan.initialDensity,6.777,%
maxSlewViolCount,0,
synth_top_area_share,64.86,%
timing.slew.headroom,85.39,%
seq_power_share,51.5,%
final_period_minus_worst_setup_slack,1093,ps
critPathCaptureType,output pin,
p_clk_share,46.7,%
rsz_0062_raised_after_global_routing,yes,
place.detailed.hpwl,450.4,microns
timing.critical_path.cells,dlygate4sd2_1,
ir_drop,0.0004138,V
htree_levels,1,
vias,185,
final-comb-area,98.84,sq um
synth_warn,1,
data_required_time_at_the_worst_endpoint,880,ps
post_cts_hold_buffer_count,0,
post_synth_xor_area_fraction,15.14,%
floorplan.core_area,3416,sq um
regMostFlops,count,
wire_per_inst,7.048,microns
synthTopLogicFamily,XOR/XNOR gates,
cts_buffers,3,
layout-drive-gt1-share,51.35,%
worstMarginPinSlew,218.9,ps
combinationalPowerShare,1.8,%
fmax,915.2,MHz
io_pins,8,
max_cap_violations,0,
setup_tns_after_final_layout,0,ps
finalClockSkew,2.342,ps
synth_area_leader_cell,dfrtp_1,
grt_start_max_net_pins,7,
path_buffers,1,
setup.worst_path.start_class,flop,
grt_overflow,0,
path_max_fanout,2,
clockBufferDepth,2,
grt_first_pass_wirelength,1.048,mm
layout-area-overhead-vs-synth,110.3,%
grt_usage,2.232,%
post_synth_mux_area_share,0,%
cts.clk_slew.worst_paths,40,ps
placed_cell_area,396.6,sq um
die_height,80,microns
port_buffers,7,
drc_errors,0,
synth_area_in_adders,5.405,%
setup_viol_count_final,0,
drt_first_iter_violations,4,
cell_family_contributing_the_most_delay_on_the_critical_path,flip-flops,
ctsRootBufferMaster,clkbuf_4,
drt_wl_total,585,microns
mappedNetlistArea,231.5,sq um
hold_violations,0,
cts_num_sinks,6,
worst-setup-path-type,flop to output pin,
layout_worst_path_cycle_share,99.33,%
power_density,884.2,nW/um^2
finalWorstSetupSlack,7.350,ps
synth_flop_count,6,
yosys.area_share.aoi,0,%
fillCellCount,393,
chipWidth,80,microns
drt_pass1_iterations,2,
pre_cts_slack,56.11,ps
## area by class of cell
class | instances | area share, %
sequential | 6 | 30.85
tap | 46 | 11.83
inverter | 2 | 1.542
timing repair buffer | 18 | 30.85
clock buffer | 3 | 4.627
multi-input combinational | 8 | 20.31
## final timing paths
check                      slack (ps)  cells after the start            endpoint                from
max                                 7                      1            count[1]  count[1]$_DFF_PP0_
min                               190                      2  count[5]$_DFF_PP0_           rst_count
max reg2reg                        20                      5  count[5]$_DFF_PP0_  count[1]$_DFF_PP0_
min reg2reg                       560                      2  count[0]$_DFF_PP0_  count[0]$_DFF_PP0_
max in group asynchronous         730                      2  count[0]$_DFF_PP0_           rst_count
min in group clk0                 560                      2  count[0]$_DFF_PP0_  count[0]$_DFF_PP0_
## power by group through the flow
| stage | Sequential (mW) | Clock (mW) | Combinational, mW |
|---|---|---|---|
| 6_report | 0.222 | 0.201 | 0.00767 |
| 5_1_grt | 0.221 | 0.229 | 0.00928 |
| 4_1_cts | 0.222 | 0.206 | 0.00824 |
## cell families (layout without fill, tap and decap cells)
group / count (synthesis) / in the layout
buffers and inverters: 2 / 23
DFF: 6 / 6
adders and majority gates: 1 / 1
and+or+nand+nor: 3 / 3
xor gates and xnor gates: 4 / 4
## cell usage after synthesis, drive strengths merged
library cell / instances
xnor2: 2
dfrtp: 6
ha: 1
inv: 2
and3: 1
xor2: 2
nand3: 2
## stage by stage
step	hold WS, ps	util [%]	power [mW]	std cells
6_report	188.4	14.25	0.4303	83
5_1_grt	225.1	14.25	0.4590	83
4_1_cts	202.0	13.00	0.4358	81
3_5_place_dp	456.7	11.61	0.2329	74
3_3_place_gp	446.6	11.61	0.2325	74
2_1_floorplan	10.96	-	0.2283	16
## metal layers
layer  GRT usage, %  vias up  wire length, microns
met3          3.068        2                   160
met5              0        -                     0
met1          2.957       78                   277
met2          1.926       11                   142
met4         0.1761        0                     5
li1               -       94                     -
## what timing repair did
item	CTS	global route
pin swaps	0	1
setup endpoints to repair	6	10
buffers inserted	4	2
gates resized	7	7
## cell usage in the layout (no fill, tap or decap)
cell / instances
xnor2_1: 1
clkdlybuf4s50_1: 1
buf_4: 11
ha_4: 1
clkdlybuf4s15_1: 4
clkbuf_4: 3
xnor2_2: 1
xor2_1: 2
dlygate4sd2_1: 2
dfrtp_1: 6
nand3_2: 2
and3_4: 1
inv_1: 2
Power figures rest on the tool's default switching activity, not on a simulated workload.
